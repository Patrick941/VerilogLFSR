==> flow/design.v <==
module tracker (
    input wire val,
    input clk, reset,
    input loop,
    output integer counterOne, counterZero
);
    always @(posedge clk) begin
        if (val == 1'b1) counterOne = counterOne + 1;
        else counterZero = counterZero + 1;
        if (reset == 1 || loop == 1) begin counterOne = 0;counterZero = 0; end
    end
    initial begin counterOne = 0; counterZero = 0; end 
endmodule
==> flow/run.sh <==
#!/bin/bash
# OpenROAD 26Q1-2900-gdf79404cd8, Yosys 0.63+post, stock flow scripts
make -C /OpenROAD-flow-scripts/flow DESIGN_CONFIG=/design/flow/config.mk WORK_HOME=/design/flow/orfs finish
==> flow/config.mk <==
export PLATFORM = sky130hd
export DESIGN_NAME = tracker
export DESIGN_NICKNAME = tracker
export VERILOG_FILES = /design/flow/design.v
export SDC_FILE = /design/flow/constraint.sdc
export NUM_CORES = 4
export LEC_CHECK = 1
export CORE_UTILIZATION = 40
==> flow/constraint.sdc <==
current_design tracker

set clk_period 7.3
set clk_io_pct 0.2

create_clock -name clk0 -period $clk_period [get_ports {clk}]

set non_clock_inputs [all_inputs -no_clocks]
set_input_delay [expr $clk_period * $clk_io_pct] -clock clk0 $non_clock_inputs
set_output_delay [expr $clk_period * $clk_io_pct] -clock clk0 [all_outputs]
==> impl_metrics.yaml <==
# generated from flow reports
worst_setup_path:
  crit_path_cell_trace: "clkdlybuf4s50_1, and4b_1, nand3_1, or4_1, a21oi_1"
  worstPathMaxFanout: 14
  worstSetupStartpointType: "input pin"
  max_stage_delay_ns: 0.70
  crit_arrival_ns: 3.95
  critPathSlowestCell: "clkdlybuf4s50_1"
  critPathCaptureType: "flop"
  criticalPathCategory: "input pin to flop"
  cp.required_ns: 7.56
clock_network:
  root_buffer: "clkbuf_8"
  postCtsSetupRepairBufs: 0
  clkLatencyLatePin_ns: 0.34
  cts_made_buffers: 9
  cts.sinks: 64
  htree_levels: 3
  tritoncts: "done"
  ctsHoldBuffers: 0
  cts_buffer_depth: 2
  cts.clk_slew.worst_paths_ns: 0.08
  cts_resized: 0
cells_and_area:
  layout-drive-gt1-share_pct: 4.99
  final_cell_count_no_fill: 520
  final.fill_count: 644
  area_growth_pct: 30.6
floorplanning:
  die_w_um: 89.5
  fp.coreArea_um2: 7330
  placementRows: 31
  chipArea_um2: 8010
  fp_util_pct: 41.8
  die_y_um: 89.5
  io_pins: 68
power_and_ir_drop:
  p_leak_nw: 1.19
  peakVddDrop_uv: 85.8
  power-per-cell-area_nw_per_um2: 179
run:
  maxCapViolations: 0
  warning_count: 25
synthesis:
  netlist.area_leader.share_pct: 41.8
  synth.distinct_cells: 36
  ys_seq_share_pct: 41.8
  netlist_instances: 360
  topCellsByArea: "dfxtp_1, or4_1, a21oi_1"
  yosysWarnings: 1
  syn_area_um2: 3060
  edf_count: 0
  yosysTopAreaCell: "dfxtp_1"
  ys_area_um2: 3060
  synthFlopType: "dfxtp_1"
  postSynthAreaPerCell_um2: 8.51
  synth_flops: 64
  yosys-stat-cells: 360
  synthArstFlopShare_pct: 0
global_routing:
  busiest_layer: "met2"
  grt_start_max_net_pins: 56
  use_met3_pct: 3.09
  use_met2_pct: 29.1
  grt_pass1_vias: 2370
  grt_pass1_wl_mm: 11.5
  grt_use_total_pct: 18.6
  grt_overflow: 0
  use_met1_pct: 28.4
  antenna_found_initial: 0
drt:
  drtIter0Drc: 111
  antenna_cells: 0
  wl_per_cell_um: 13.5
  vias_per_cell: 5.44
  ant_nets: 0
  dr.pass1.iters: 4
  wl_mm: 7.04
  vias: 2828
  drc: 0
timing:
  setup_viol: 0
  rsz0062_at_grt: "false"
  worst_hold_slack_ns: 0.478
  finalHoldViolations: 0
  timing.setup.tns_ns: 0
  tightest_slew_ns: 0.780
  slew_headroom_pct: 47.8
  period_minus_slack_ns: 3.69
  slew_violations: 0
  fin_ws_ns: 3.61
  fmax_ghz: 0.271
  period_used_pct: 50.6
  skew_ns: 0.0142
place:
  gp_congestion: 0.774
  placed_cells: 504
  io_buffer_count: 67
  place_ws_ns: 3.30
  dp_hpwl_mm: 4.63
min_path:
  hp-class: "flop to flop"
run_status:
  outcome: "finished, final reports clean"
## worst paths after layout
kind	cells after the start	start	slack (ns)	endpoint
worst max-delay path	5	val	3.61	counterZero[19]
worst min-delay path	2	counterZero[30]	0.48	counterZero[30]
worst max register to register	4	counterOne[7]	5.04	counterOne[28]
worst min register to register	2	counterZero[30]	0.48	counterZero[30]
## worst max-delay path: cells and delay by family
family | cells | cell delay (ns)
AOI/OAI and AO/OA | 1 | 0.14
buffers and inverters | 1 | 0.70
and+or+nand+nor | 3 | 1.64
## per-layer routing
metal | wire length, um | vias up
met4 | 106 | 0
met3 | 271 | 9
li1 | - | 1445
met1 | 3460 | 1316
met5 | 0 | -
met2 | 3210 | 58
## sequential cells by signal (all words and copies together) (netlist names)
register     flops
counterOne      32
counterZero     32
## cells in the mapped netlist, types with 2 or more instances
| master | instances |
|---|---|
| and3_1 | 5 |
| nor3_1 | 5 |
| o21a_1 | 3 |
| a21oi_1 | 27 |
| xor2_1 | 15 |
| o21ai_0 | 9 |
| or4_1 | 20 |
| o31ai_1 | 17 |
| nor4_1 | 12 |
| nand2_1 | 25 |
| ha_1 | 2 |
| inv_1 | 6 |
| and4_1 | 5 |
| or2_2 | 2 |
| nor2_1 | 30 |
| xnor2_1 | 10 |
| nand4_1 | 19 |
| nand3_1 | 23 |
| nor2b_1 | 2 |
| mux2i_1 | 9 |
| clkbuf_1 | 16 |
| or3_1 | 14 |
| dfxtp_1 | 64 |
| buf_2 | 2 |
| buf_1 | 4 |
| and2_1 | 4 |
## cell families (layout without fill, tap and decap cells)
kind of cell,count (synthesis),in the layout,share of synthesized area (%)
AOI/OAI and AO/OA,60,60,11.9
xor gates and xnor gates,25,25,7.15
adders and majority gates,2,2,0.817
buffers and inverters,29,90,3.88
DFF,64,64,41.8
muxes,9,9,2.94
and+or+nand+nor,171,171,31.5
## where the power goes
group,internal [mW],total [mW],switching (mW)
Combinational,0.00569,0.0153,0.00960
Sequential,0.350,0.351,0.00118
Clock,0.210,0.349,0.139
Total,0.566,0.716,0.150
## per-stage QoR
step           total power, mW  instance area [um^2]  util [%]
3_3_place_gp             0.374                  3770      51.4
3_5_place_dp             0.374                  3770      51.4
6_report                 0.716                  4000      54.5
2_1_floorplan            0.368                  3060         -
4_1_cts                  0.724                  4000      54.5
5_1_grt                  0.741                  4000      54.5
## layout make-up
class | instances | area (um^2) | area share, %
Timing Repair Buffer | 68 | 678 | 17.0
Tap cell | 99 | 124 | 3.10
Clock buffer | 11 | 151 | 3.79
Multi-Input combinational cell | 267 | 1660 | 41.6
Sequential cell | 64 | 1280 | 32.0
Inverter | 6 | 22.5 | 0.563
Clock inverter | 5 | 78.8 | 1.97
## cells in the final DEF, fill, tap and decap left out, types with 3 or more instances in the layout
cell,count
clkdlybuf4s50_1,67
dfxtp_1,64
nor2_1,30
a21oi_1,27
nand2_1,25
nand3_1,23
or4_1,20
nand4_1,19
o31ai_1,17
xor2_1,15
or3_1,14
nor4_1,12
clkbuf_8,11
xnor2_1,10
o21ai_0,9
mux2i_1,9
inv_1,6
and3_1,5
and4_1,5
nor3_1,5
and2_1,4
o21a_1,3
Power figures rest on the tool's default switching activity, not on a simulated workload.
